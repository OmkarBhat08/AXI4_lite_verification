[flow/config.mk]
export PLATFORM = sky130hd
export DESIGN_NAME = axi_ledseg_irq
export DESIGN_NICKNAME = axi_ledseg_irq
export VERILOG_FILES = /design/flow/design.v
export SDC_FILE = /design/flow/constraint.sdc
export NUM_CORES = 4
export LEC_CHECK = 1
export CORE_UTILIZATION = 50
[flow/constraint.sdc]
current_design axi_ledseg_irq

set clk_period 6.2
set clk_io_pct 0.2

create_clock -name clk0 -period $clk_period [get_ports {ACLK}]

set non_clock_inputs [all_inputs -no_clocks]
set_input_delay [expr $clk_period * $clk_io_pct] -clock clk0 $non_clock_inputs
set_output_delay [expr $clk_period * $clk_io_pct] -clock clk0 [all_outputs]
[flow/design.v]
module axi_ledseg_irq #(
    parameter ADDRESS = 32,
    parameter DATA_WIDTH = 32
)(
    input                   ACLK,
    input                   ARESETn,
    input  [ADDRESS-1:0]    S_AWADDR,
    input                   S_AWVALID,
    output reg              S_AWREADY,
    input  [DATA_WIDTH-1:0] S_WDATA,
    input  [3:0]            S_WSTRB,
    input                   S_WVALID,
    output reg              S_WREADY,
    input                   S_BREADY,
    output reg              S_BVALID,
    output reg [1:0]        S_BRESP,
    input  [ADDRESS-1:0]    S_ARADDR,
    input                   S_ARVALID,
    output reg              S_ARREADY,
    input                   S_RREADY,
    output reg [DATA_WIDTH-1:0] S_RDATA,
    output reg              S_RVALID,
    output reg [1:0]        S_RRESP,
    output reg [7:0]        LED_OUT,
    output reg [7:0]        SEVENSEG_OUT,
    output reg              IRQ_OUT
);
    reg [31:0] led_reg;
    reg [31:0] sevenseg_reg;
    reg [31:0] irq_status_reg;
    reg [7:0]  led_prev;
    reg [ADDRESS-1:0] write_addr_reg;
    reg [ADDRESS-1:0] read_addr_reg;
    localparam W_IDLE = 2'd0,
               W_ADDR = 2'd1,
               W_DATA = 2'd2,
               W_RESP = 2'd3;
    localparam R_IDLE = 2'd0,
               R_ADDR = 2'd1,
               R_DATA = 2'd2;
    reg [1:0] w_state, w_next;
    reg [1:0] r_state, r_next;
    always @(posedge ACLK or negedge ARESETn) begin
        if (!ARESETn) begin
            w_state <= W_IDLE;
            r_state <= R_IDLE;
        end else begin
            w_state <= w_next;
            r_state <= r_next;
        end
    end
    always @(*) begin
        w_next = w_state;
        case (w_state)
            W_IDLE:  if (S_AWVALID)       
                         w_next = W_ADDR;
            W_ADDR:  if (S_AWREADY)      
                         w_next = W_DATA;
            W_DATA:  if (S_WREADY)        
                        w_next = W_RESP;
            W_RESP:  if (S_BREADY && S_BVALID)  
                        w_next = W_IDLE;
        endcase
    end
    always @(*) begin
        r_next = r_state;
        case (r_state)
            R_IDLE:  if (S_ARVALID) 
                         r_next = R_ADDR;
            R_ADDR:  if (S_ARREADY) 
                         r_next = R_DATA;
            R_DATA:  if (S_RREADY && S_RVALID)   
                         r_next = R_IDLE;
        endcase
    end
    always @(posedge ACLK or negedge ARESETn) begin
        if (!ARESETn) begin
            S_AWREADY <= 0;
            S_WREADY  <= 0;
            S_BVALID  <= 0;
            S_ARREADY <= 0;
            S_RVALID  <= 0;
            S_RDATA   <= 0;
            S_BRESP   <= 2'b00;
            S_RRESP   <= 2'b00;
            write_addr_reg <= 0;
            read_addr_reg  <= 0;
            led_reg        <= 0;
            sevenseg_reg   <= 0;
            irq_status_reg <= 0;
            led_prev       <= 0;
            LED_OUT        <= 0;
            SEVENSEG_OUT   <= 0;
            IRQ_OUT        <= 0;
        end else begin
            S_AWREADY <= 0;
            S_WREADY  <= 0;
            S_ARREADY <= 0;
            case (w_state)
                W_IDLE: begin
                    S_BVALID <= 0;
                end
                W_ADDR: begin
                    S_AWREADY <= 1;
                    if (S_AWVALID)
                        write_addr_reg <= S_AWADDR;
                end
                W_DATA: begin
                    S_WREADY <= 1;
                    if (S_WVALID) begin
                        case (write_addr_reg)
                            32'h0: begin
                                if (S_WSTRB[0]) led_reg[7:0] <= S_WDATA[7:0]; 
                                if (S_WSTRB[1]) led_reg[15:8] <= S_WDATA[15:8]; 
                                if (S_WSTRB[2]) led_reg[23:16] <= S_WDATA[23:16]; 
                                if (S_WSTRB[3]) led_reg[31:24] <= S_WDATA[31:24];
                            end
                            32'h4: begin
                                if (S_WSTRB[0]) sevenseg_reg[7:0] <= S_WDATA[7:0]; 
                                if (S_WSTRB[1]) sevenseg_reg[15:8] <= S_WDATA[15:8]; 
                                if (S_WSTRB[2]) sevenseg_reg[23:16] <= S_WDATA[23:16]; 
                                if (S_WSTRB[3]) sevenseg_reg[31:24] <= S_WDATA[31:24];
                            end
                            32'h8: begin
                                if (S_WDATA[0])
                                    irq_status_reg[0] <= 1'b0;  
                            end
                            default : begin
                                led_reg <= 0;
                                sevenseg_reg <= 0;
                                irq_status_reg <= 0;
                            end
                        endcase
                        LED_OUT <= led_reg[7:0];
                        SEVENSEG_OUT <= sevenseg_reg[7:0];
                    end
                end
                W_RESP: begin
                    S_BVALID <= 1;
                    S_BRESP  <= 2'b00;
                end
            endcase
            case (r_state)
                R_IDLE: begin
                    S_RVALID <= 0;
                end
                R_ADDR: begin
                    S_ARREADY <= 1;
                    if (S_ARVALID)
                        read_addr_reg <= S_ARADDR;
                end
                R_DATA: begin
                    S_RVALID <= 1;
                    S_RRESP  <= 2'b00;
                    case (read_addr_reg)
                        32'h0: S_RDATA <= led_reg;
                        32'h4: S_RDATA <= sevenseg_reg;
                        32'h8: S_RDATA <= irq_status_reg;
                        default: S_RDATA <= 32'hDEADBEEF;
                    endcase
                end
            endcase
            led_prev <= led_reg[7:0];
            if (led_reg[7:0] == 8'hFF && led_prev != 8'hFF)
                irq_status_reg[0] <= 1'b1;
            IRQ_OUT <= irq_status_reg[0];
        end
    end
endmodule
[flow/run.sh]
#!/bin/bash
# OpenROAD 26Q1-2900-gdf79404cd8, Yosys 0.63+post, stock flow scripts
make -C /OpenROAD-flow-scripts/flow DESIGN_CONFIG=/design/flow/config.mk WORK_HOME=/design/flow/orfs finish
==> CHANGELOG.md <==
### Changed

* ANT nets after route at 0
* Antenna Diode Count at 0
* OpenROAD warning count at 28
* Slew margin rel. at 53.2%
* DP Area at 9620 um^2
* Root buf cell: clkbuf_16
* YS warnings at 1
* Yosys cell count at 597
* RSZ-0062 raised after global routing: no
* Min-Delay Endpoint: IRQ_OUT
* Asr flop ratio synth at 100%
* Vias per cell at 5.65
* Dpl hpwl at 11500 um
* CTS tree: yes
* Crit start category: input port
* Routed wire length per instance at 17.9 um
* Clock Skews at 0.00825 ns
* Power, Total at 3530 uW
* Largest net degree at the start of global routing at 125
* Clock-pin slew on the worst setup and hold paths at 0.06 ns
* Die Wd at 128 um
* Total CTS buffers at 17
* Detailed router's first-iteration violation count at 377
* Placer Congestion at 0.802
* # clock sinks at 198
* Minimum clock period at 2.80 ns
* FILL cells at 1141
* Hold depth at 0
* Hold Path Class: reg2reg
* CP Max Fanout at 26
* Leakage power at 0.00430 uW
* Fin. max-slew vios at 0
* Via count at 5455
* Synthesized registers at 198
* PD cells at 345 nW/um^2
* Hold Vio Cnt, Final at 0
* Hold wc startpoint: irq_status_reg
* Max VDD drop at 0.277 mV
* Area delta synth->final at 28.4%
* Initial antenna violation count at 0
* PostCTS Resize Cnt at 0
* Distinct cells, synth at 39
* Synth top area cells: dfrtp_1 (62%), mux2_2 (11%), a32o_1 (8.0%), o21ai_0 (2.2%), a31oi_1 (1.9%)
* Worst reg2reg path endpoint: led_reg[28]
* Slew @ Worst Pin at 0.699 ns
* Aggregate routed wire length at 17300 um
* Post-Place Setup Slack at 3.03 ns
* Num ports at 165
* Synthesized area per cell at 13.3 um^2
* Register-to-Register Path Depth at 4
* CORE AREA at 15400 um^2
* Arrival time worst endpoint at 3.15 ns
* RR Startpoint: write_addr_reg[25]
* # hold bufs at CTS at 0
* Design area at 10200 um^2
* Peak Freq at 0.358 GHz
* Port-buffer cells at 160
* Setup-failing EPs final at 0
* Fp util at 51.8%
* Critical path class: in2reg
* First-pass GRT wire length at 28300 um
* Sequential cell area at 4960 um^2
* Top Layout Cells: dfrtp_1 (196), clkdlybuf4s50_1 (159), mux2_2 (80)
* Final Cycle Share at 45.1%
* MI comb area at 2660 um^2
* Yosys top cell by area: dfrtp_1
* Post-CTS Setup Bufs at 0
* Initial DRT Pass Iterations at 4
* Skew-Pair Late Insertion Delay at 0.42 ns
* Syn Inst Count at 597
* Main flop type: dfrtp_1
* H-tree depth at 4
* Max-cap check violation count at 0
* Fraction of layout cells with a size suffix above 1 at 17.5%
* Seq share, synth at 62.3%
* Setup slack after layout at 3.40 ns
* Row count at 45
* Post-synthesis chip area from yosys at 7960 um^2
* Top cell type's share of synthesized area at 61.6%
* DRC viols at 0
* Post-synth EDFFs at 0
* R2R Setup Slk at 3.91 ns
* Most instantiated logic cell after routing: dfrtp_1
* Run status: finished clean
* Bufs on Longest Clock Path at 2
* Required time worst endpoint at 6.55 ns
* GR Overflow Total at 0
* TNS Setup at 0 ns
* Die Y at 128 um
* Synthesized cell area at 7960 um^2
* All-Layer GR Usage at 23.2%
* CP endpoint kind: flop
* Die area at 16400 um^2
* Number of global-route vias before repair at 5498
Yosys cell counts (all sizes together), types with 2 or more instances:
cell type	n
buf	28
dfstp	2
a21o	2
a22o	2
and2	6
nand3	2
nand4	6
a41o	4
nand2	36
a32o	64
and4	2
a31oi	24
clkbuf	19
o32ai	8
inv	14
and3	4
a31o	4
dfrtp	196
nor4	13
o21ai	35
nor2	29
mux2	80
mux2i	8
metal layers:
layer	GRT usage, %	share of wire [%]	vias up
met4	1.80	0.61	0
met3	6.68	7.1	7
li1	-	-	2529
met5	0	0	-
met1	37.7	46	2752
met2	34.7	46	167
metrics by stage:
stage               cells  hold WS, ns  utilization, %
finish                965        0.411            66.5
global route          965        0.424            66.5
CTS                   965        0.409            66.5
detailed placement    933        0.396            62.6
global placement      933        0.391            62.6
floorplan             600        0.375               -
worst max-delay path: stages:
cell and delay [ns]:
clkdlybuf4s50_1 0.49, nand2_1 0.06, buf_4 0.24, nor3b_1 0.45, and2_1 0.44, a32o_1 0.23
cell families (layout without fill, tap and decap cells):
group                  Yosys count  after routing  share of synthesized area [%]
and+or+nand+nor                103            103                           6.22
other                            1              4                         0.0471
AOI/OAI and AO/OA              146            146                           14.7
muxes                           88             88                           12.3
buffers and inverters           61            215                           4.46
DFF                            198            198                           62.3
worst max path at each step:
stage	slack (ns)	cells past startpoint	start	endpoint
final	3.40	6	S_WVALID	sevenseg_reg[25]
after global routing	3.30	6	S_WVALID	sevenseg_reg[0]
after CTS	3.45	6	S_WVALID	sevenseg_reg[25]
power by group:
part           total (uW)  internal (uW)  switching, uW
combinational         747            375            371
clock                1100            658            444
sequential           1680           1540            140
total                3530           2570            956
final cells by class:
cell class | instances | area share [%]
Tap cell | 211 | 2.58
Clock inverter | 7 | 0.893
Inverter | 14 | 0.514
Multi-Input combinational cell | 341 | 26.0
Clock buffer | 25 | 5.04
Sequential cell | 198 | 48.5
Timing Repair Buffer | 169 | 16.5
Power and IR drop assume default switching activity.
